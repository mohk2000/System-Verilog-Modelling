==> flow/design.v <==
module ripple_adder (output wire [7:0] sum, output wire Cout, input wire [7:0] A, input wire [7:0] B, input wire Cin);
wire x0, x1, x2, x3, x4, x5, x6;
full_adder g0(sum[0], x0, A[0], B[0], Cin);
full_adder g1(sum[1], x1, A[1], B[1], x0);
full_adder g2(sum[2], x2, A[2], B[2], x1);
full_adder g3(sum[3], x3, A[3], B[3], x2);
full_adder g4(sum[4], x4, A[4], B[4], x3);
full_adder g5(sum[5], x5, A[5], B[5], x4);
full_adder g6(sum[6], x6, A[6], B[6], x5);
full_adder g7(sum[7], Cout, A[7], B[7], x6);
endmodule
module half_adder (output wire sum, output wire Cout, input wire A, input wire B);
xor g1(sum, A, B);
and g2(Cout, A, B);
endmodule
module full_adder (output wire sum, output wire Cout, input wire A, input wire B, input wire Cin);
wire x1, x2, x3; 
half_adder g1(x1, x2, A, B);
half_adder g2(sum, x3, x1, Cin);
or g3(Cout, x3, x2);
endmodule
==> flow/run.sh <==
#!/bin/bash
# OpenROAD 26Q1-2900-gdf79404cd8, Yosys 0.63+post, stock flow scripts
make -C /OpenROAD-flow-scripts/flow DESIGN_CONFIG=/design/flow/config.mk WORK_HOME=/design/flow/orfs finish
==> flow/config.mk <==
export PLATFORM = sky130hd
export DESIGN_NAME = ripple_adder
export DESIGN_NICKNAME = ripple_adder
export VERILOG_FILES = /design/flow/design.v
export SDC_FILE = /design/flow/constraint.sdc
export NUM_CORES = 4
export LEC_CHECK = 1
export CORE_AREA = 10 10 70 70
export DIE_AREA = 0 0 80 80
==> flow/constraint.sdc <==
current_design ripple_adder

set clk_period 6.1
set clk_io_pct 0.2

create_clock -name clk0 -period $clk_period

set non_clock_inputs [all_inputs -no_clocks]
set_input_delay [expr $clk_period * $clk_io_pct] -clock clk0 $non_clock_inputs
set_output_delay [expr $clk_period * $clk_io_pct] -clock clk0 [all_outputs]
==> impl_metrics.tcl <==
# metrics dict for downstream scripts
set metrics [dict create \
    dpl_cell_area_um2 497 \
    layout_worst_path_cycle_share_pct 97.3 \
    run_status "finished, final reports clean" \
    drtIter0Drc 0 \
    antenna_cells 0 \
    total_power_w 0.0000443 \
    firstDrtPassIters 1 \
    min_period_ns 5.94 \
    clockBufferCount 0 \
    cts_hold_buf 0 \
    worst_slew_margin_rel_pct 92.8 \
    met1_layer_wirelength_in_the_final_routing_um 336 \
    grt_start_max_net_pins 2 \
    proportion_of_power_drawn_by_combinational_gates_pct 100.0 \
    layout.cells.non_filler 85 \
    grt_pass1_wl_mm 1.17 \
    synth.logic.top_family "adder cells" \
    area_growth_syn_to_layout_pct 113 \
    fp_util_pct 7.00 \
    synth.cellmix.xorXnorShare_pct 0 \
    postSynthCellCount 21 \
    finalWirelength_um 744 \
    grt_antenna_before_repair 0 \
    sw_frac_of_total_pct 27.5 \
    wl_per_cell_um 8.75 \
    timing.critical_path.slowest_cell_delay_ns 0.39 \
    synthesis.area_per_instance_um2 11.4 \
    stdcell_area_um2 509 \
    dp_cells 85 \
    rows 21 \
    layout_top_cell "sky130_fd_sc_hd__clkdlybuf4s50_1" \
    top_layer_used "met3" \
    placeable_core_region_mm2 0.00342 \
    tightest_slew_ns 0.107 \
    finalSetupViolCount 0 \
    grt-ovfl-total 0 \
    floorplan.io_pins 26 \
    fa_ha_area_share_pct 67.0 \
    final_core_utilization_pct 14.9 \
    vias 198 \
    yosys_warnings 0 \
    routabilityCongestion 0.809 \
    power.density_mw_per_mm2 87.0 \
    die_area_mm2 0.00640 \
    crit_path_top_delay_cell "sky130_fd_sc_hd__fa_2" \
    worst_hold_path.endpoint "sum[0]" \
    wl_met3_um 249 \
    worst-path-max-fanout 1 \
    synth.cellmix.simpleShare_pct 0 \
    number_of_cell_instances_after_yosys_synthesis 21 \
    critical-path-top-delay-family "adder cells" \
    met2_wirelength_um 158 \
    numPortBuffers 26 \
    cp-end-kind "primary output" \
    timing.critical_path.mode_cell "sky130_fd_sc_hd__fa_2" \
    area_taken_by_flip_flops_and_latches_um2 0 \
    share_seq_of_total_power_pct 0 \
    cp.required_ns 4.88 \
    vias_in_the_first_global_route 241 \
    synthAoiAreaFrac_pct 0 \
    postCtsSetupBuffers 0 \
    cp_num_buf_inv 4 \
    setup.worst_path.class "in2out" \
    numSequentialCells 0 \
    cellInternalPower_w 0.0000321 \
    vdd_drop_max_uv 34.2 \
    final_antenna_net_count 0 \
    multi_input_comb_area_um2 178 \
    whs_path_depth 3 \
    die_x_um 80 \
    critical_path_arrival_ns 4.72 \
    die_height_um 80 \
    openroad.warnings 32 \
    hold_path.class "in2out" \
    fmaxAchievable_mhz 168 \
    fill_cell_count 389 \
    setup.worst_path.start_class "input port" \
    route.detailed.vias_per_inst 2.33 \
    dp_hpwl_um 730 \
    report.final.slew_viol_count 0 \
    synthesis.area_um2 239 \
    net-switching-power_w 0.0000122 \
    grtUsageTotal_pct 2.31 \
    final-hold-violation-count 0 \
    p_leak_nw 0.185 \
    power.share.clock_pct 0 \
    mostFrequentLayoutCells "22 x sky130_fd_sc_hd__clkdlybuf4s50_1, 7 x sky130_fd_sc_hd__fa_2, 4 x sky130_fd_sc_hd__inv_1, 4 x sky130_fd_sc_hd__dlygate4sd2_1" \
    synth.mux.area_fraction_pct 0 \
    max_cap_viol_count 0 \
    drc 0 \
    grt_setup_unrepaired "no" \
    drive_gt1_share_pct 20.5 \
    ys_types 3 \
    cells_along_the_critical_path "dlygate4sd2_1 > fa_2 > fa_2 > fa_2 > fa_2 > fa_2 > fa_2 > fa_2 > inv_2 > fa_1 > inv_1 > dlygate4sd2_1" \
    yosys_area_um2 239 \
    holdCritStartpoint "B[0]" \
    seq_area_frac_synth_pct 0 \
]
-- Yosys cell counts (all sizes together) --
library cell | n | area [um^2]
buf | 8 | 60.1
fa | 8 | 160
inv | 5 | 18.8
-- per-layer routing --
layer,vias up,track usage (%)
li1,86,-
met3,0,2.39
met2,26,2.33
met4,0,0
met5,-,0
met1,86,3.32
-- layout make-up --
cell class	count	area share (%)
Timing Repair Buffer	26	50.1
Multi-Input combinational cell	8	34.9
Tap cell	46	11.3
Inverter	5	3.69
-- worst max path at each step --
stage / from / to / slack (ns) / cells after the start
CTS: A[0] / sum[7] / 0.03 / 12
global route: A[0] / sum[7] / 0.02 / 12
finish: A[0] / sum[7] / 0.16 / 12
-- power by group through the flow --
stage / Clock (W) / Combinational (W) / Sequential (W)
after global routing: 0 / 0.0000501 / 0
final: 0 / 0.0000443 / 0
after CTS: 0 / 0.0000458 / 0
-- worst min-delay path: stages --
cell                              delay [ns]
sky130_fd_sc_hd__dlygate4sd2_1          0.21
sky130_fd_sc_hd__fa_2                   0.19
sky130_fd_sc_hd__clkdlybuf4s50_1        0.46
-- metrics by stage --
stage               hold slack [ns]  setup slack [ns]  setup TNS, ns
finish                         3.30             0.163              0
global route                   3.33            0.0188              0
CTS                            3.31            0.0332              0
detailed placement             3.51            -0.555         -0.917
global placement               3.50            -0.532         -0.883
floorplan                      2.65             0.391              0
-- kinds of logic after synthesis --
group,Yosys count
adder cells (fa/ha/maj),8
buffers and inverters,13
-- what timing repair did --
action                                  in CTS  in global routing
gates resized                               12                  0
pin swaps                                    7                  4
endpoints found under the setup margin       3                  2
Power figures rest on the tool's default switching activity, not on a simulated workload.
