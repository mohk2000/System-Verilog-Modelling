<file path="./config.mk">
export PLATFORM = sky130hd
export DESIGN_NAME = ALU_8bit
export DESIGN_NICKNAME = ALU_8bit
export VERILOG_FILES = /design/flow/design.v
export SDC_FILE = /design/flow/constraint.sdc
export NUM_CORES = 4
export LEC_CHECK = 1
export CORE_AREA = 10 10 70 70
export DIE_AREA = 0 0 80 80
</file>
<file path="./constraint.sdc">
current_design ALU_8bit

set clk_period 1.3
set clk_io_pct 0.2

create_clock -name clk0 -period $clk_period

set non_clock_inputs [all_inputs -no_clocks]
set_input_delay [expr $clk_period * $clk_io_pct] -clock clk0 $non_clock_inputs
set_output_delay [expr $clk_period * $clk_io_pct] -clock clk0 [all_outputs]
</file>
<file path="./design.v">
module alu_1bit (input logic A,B,Cin, input logic [1:0] op, output logic result,Cout);
always_comb begin
result = 0;
Cout = 0;
	case (op)
		2'b00: result = A&B;
		2'b01: result = A|B;
		2'b10: begin
				result = A^B^Cin;
				Cout = A&B | (Cin & (A^B));
		end
		2'b11: begin
			result = (A^~B)^Cin;
			Cout = A&~B | (Cin & (A^~B));
		end
	default: begin
			result = 0;
			Cout = 0;
			end
	endcase
end
endmodule
module ALU_8bit #(parameter WIDTH = 8) (input logic [WIDTH-1:0] A,B, input logic Cin, input logic [1:0] op, output logic [WIDTH-1:0] result, output logic Cout);
logic [WIDTH:0]  carry;
assign carry[0] = Cin;
	genvar i;
	generate	
	for (i=0; i<WIDTH; i++) begin : alu_bits
		alu_1bit dut1 (A[i],B[i], Cin, op, result[i], Cout);
		end
	endgenerate
assign Cout = carry [WIDTH];
endmodule
</file>
<file path="./run.sh">
#!/bin/bash
# OpenROAD 26Q1-2900-gdf79404cd8, Yosys 0.63+post, stock flow scripts
make -C /OpenROAD-flow-scripts/flow DESIGN_CONFIG=/design/flow/config.mk WORK_HOME=/design/flow/orfs finish
</file>
==> changes_impl.md <==
## Implementation

- Status: finished, violations left
- Failing checks: negative setup slack
- RSZ-0062 raised after global routing: yes
- Met1 GRT Util: 7.596%
- DRC: 0
- Yosys top cell by area: ha_1
- Kind of critical path: primary input to output port
- CTS Hold Buffers Added: 0
- Synthesis Warnings: 2
- Sw frac: 39.83%
- # rows: 21
- Antenna Diode Count: 0
- Critical Path Fanout Max: 2
- Internal: 281.7 uW
- CP endpoint kind: output port
- Count of cell types in the netlist: 16
- Largest net degree at the start of global routing: 9
- Fmax: about 710 MHz
- Hold_sp: op[1]
- Number of warnings in the stage logs: about 43
- Core Area: approximately 3400 um^2
- Hold EP: result[4]
- Mapped Cells: approximately 90
- DR WL/cell: 11.02 um
- Flop pwr share: 0%
- Cell count in the Yosys report: 89
- GRT Overall Usage: under 10%
- Hold path depth: 4
- Worst slew pin tran: 213.6 ps
- Cell Pwr Density: 349.1 nW/um^2
- Synth area leaders: ha_1 33%, xnor2_1 11%, inv_1 10%, buf_4 9.2%, and2b_1 8.0%
- Worst EP arrival: between 1000 and 1500 ps
- Fin. max-slew vios: 0
- Vias: 656
- P_sw: 186.5 uW
- Flop Count: 0
- Met3 GRT Util: less than 1%
- Crit start category: primary input
- Filler Cells Inserted: 329
- Final Cycle Share: 107.6%
- Final ANT Viol Nets: 0
- Comb power frac: 100.0%
- PortBufs: 28
- Vias per cell: 3.792
- Clock buf count: 0
- Max-Cap Viols: 0
- Non-Filler Instances: 173
- Data required, critical path: 1040 ps
- GRT Max-Usage Layer: met2
- Drt first pass iters: 2
- Overflow after GRT: 0
- VDD IR max: between 0.15 and 0.2 mV
- Initial DRC count: 2
- Init Core Util: a little under a fifth
- Area delta synth->final: 105.4%
- Chip area: 6400 um^2
- Min Tclk post-route: 1399 ps
- Final WL: 1.907 mm
- Vias in the first global route: about 760
- Final hold vios: 0
- Final setup viols: 6
- Hpwl dp: 1.343 mm
- IO Pins: 28
- Initial antenna violation count: 0
- Die H: around 80 um
- Worst Hold Class: primary input to output port
- Area leader share: 32.57%
- Relative slew margins: about 86%
- Met2 Usage GRT: 11.24%
- Synthesized area: between 600 and 700 um^2
- Leak: 0.0006181 uW
- Placed cells: 164
- First-pass GRT wire length: 3.332 mm
- Sequential cell area: 0 um^2
- Clock share of power: 0%
- Chip width: 80 um
- Avg Cell Area, Syn: 7.338 um^2
- Share of cells above drive strength 1: 72.44%
- DP Worst Slack: -1013 ps
- Yosys stat chip area: 653.1 um^2
- Routability cong.: 0.7376
- Final worst slack: -99.40 ps
- Post-synthesis sequential area ratio: 0%
[critical path, stage by stage]
cell and delay (ps):
buf_8 80, inv_4 30, ha_4 260, inv_2 30
buf_6 100, xnor2_2 110, a21o_1 150, buf_2 110
[what timing repair did]
action / CTS / global route
setup buffers: 10 / 0
resized: 166 / 20
endpoints found under the setup margin: 9 / 9
pin swaps: 31 / 9
gates cloned: 1 / 0
[cells in the final DEF, fill, tap and decap left out, types with 2 or more instances in the layout]
| master | instances |
|---|---|
| inv_1 | 7 |
| inv_4 | 2 |
| inv_2 | 9 |
| a21oi_1 | 6 |
| ha_2 | 4 |
| nor2b_1 | 7 |
| a21oi_2 | 2 |
| buf_6 | 14 |
| ha_4 | 12 |
| buf_4 | 8 |
| buf_12 | 2 |
| xnor2_2 | 2 |
| xnor2_1 | 5 |
| buf_8 | 5 |
| and2b_1 | 7 |
| nor3_4 | 2 |
| buf_2 | 20 |
| nor3_2 | 4 |
[cells by family (layout without fill, tap and decap cells)]
family	Yosys count	in the layout	share of synthesized area (%)
AOI/OAI and AO/OA	11	11	9.771
buffers and inverters	29	67	21.46
and+or+nand+nor	23	23	21.26
adders and majority gates	17	17	32.57
xor gates and xnor gates	9	9	14.94
[synth_stat cells]
master	number
nand2_1	1
nor3_1	7
nor2_1	1
a21oi_1	8
inv_1	18
a221oi_1	1
buf_4	8
and2b_1	7
a21o_1	1
buf_2	1
xor2_4	1
ha_1	17
xnor2_1	8
a211oi_1	1
nor2b_1	7
clkbuf_1	2
[worst max path at each step]
stage         startpoint        end  slack [ps]  cells after the start
global route        B[7]  result[7]        -140                      8
finish              A[7]  result[7]        -100                      8
CTS                 A[7]  result[7]        -100                      8
[metal layers]
| metal | vias up | routed length (um) |
|---|---|---|
| li1 | 344 | - |
| met1 | 297 | 843 |
| met2 | 15 | 967 |
| met3 | 0 | 95 |
| met4 | 0 | 0 |
| met5 | - | 0 |
[power groups by stage]
stage | sequential (uW) | combinational [uW] | clock [uW]
4_1_cts | 0 | 436 | 0
5_1_grt | 0 | 521 | 0
6_report | 0 | 468 | 0
[stage by stage]
| stage | setup TNS [ps] | hold slack (ps) | total power, uW | instance area, um^2 | utilization [%] |
|---|---|---|---|---|---|
| floorplan | 0 | 597.4 | 196.3 | 654.4 | - |
| global placement | -8069 | 1635 | 348.9 | 1008 | 29.52 |
| detailed placement | -8206 | 1620 | 356.3 | 1008 | 29.52 |
| CTS | -391.3 | 978.9 | 436.2 | 1274 | 37.29 |
| global route | -722.2 | 954.9 | 520.6 | 1341 | 39.27 |
| finish | -272.7 | 924.2 | 468.2 | 1341 | 39.27 |
[final cells by class]
type	instances	area, um^2	area share [%]
Inverter	18	72.57	5.410
Multi-Input combinational cell	60	778.2	58.02
Tap cell	46	57.56	4.291
Timing Repair Buffer	49	432.9	32.28
Power is estimated from default activity; no workload was simulated.
